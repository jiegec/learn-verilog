--- design/flow/config.mk ---
export PLATFORM = sky130hd
export DESIGN_NAME = ex
export DESIGN_NICKNAME = ex
export VERILOG_FILES = /design/flow/design.v
export SDC_FILE = /design/flow/constraint.sdc
export NUM_CORES = 4
export LEC_CHECK = 1
export CORE_AREA = 10 10 238 238
export DIE_AREA = 0 0 248 248
--- design/flow/constraint.sdc ---
current_design ex

set clk_period 13.5
set clk_io_pct 0.2

create_clock -name clk0 -period $clk_period

set non_clock_inputs [all_inputs -no_clocks]
set_input_delay [expr $clk_period * $clk_io_pct] -clock clk0 $non_clock_inputs
set_output_delay [expr $clk_period * $clk_io_pct] -clock clk0 [all_outputs]
--- design/flow/design.v ---
module ex(
    input wire rst,
    input wire[7:0] aluop_i,
    input wire[2:0] alusel_i,
    input wire[31:0] reg1_i,
    input wire[31:0] reg2_i,
    input wire[4:0] wd_i,
    input wire wreg_i,
    input wire[31:0] hi_i,
    input wire[31:0] lo_i,
    input wire wb_whilo_i,
    input wire[31:0] wb_hi_i,
    input wire[31:0] wb_lo_i,
    input wire mem_whilo_i,
    input wire[31:0] mem_hi_i,
    input wire[31:0] mem_lo_i,
    output reg[4:0] wd_o,
    output reg wreg_o,
    output reg[31:0] wdata_o,
    output reg whilo_o,
    output reg[31:0] hi_o,
    output reg[31:0] lo_o
);
    reg[31:0] logicout;
    reg[31:0] shiftres;
    reg[31:0] moveres;
    reg[31:0] hi;
    reg[31:0] lo;
    always_comb begin
      if (rst == 1'b1) begin
        logicout = 32'h00000000;
      end else begin
        case (aluop_i)
            8'b00000010: begin
              logicout = reg1_i | reg2_i;
            end
            8'b00000001: begin
              logicout = reg1_i & reg2_i;
            end
            8'b00000011: begin
              logicout = ~(reg1_i | reg2_i);
            end
            8'b00000100: begin
              logicout = reg1_i ^ reg2_i;
            end
            default: begin
              logicout = 32'h00000000;
            end
        endcase
      end
    end
    always_comb begin
      if (rst == 1'b1) begin
        shiftres = 32'h00000000;
      end else begin
        case (aluop_i)
            8'b00000101: begin
              shiftres = reg2_i << reg1_i[4:0];  
            end
            8'b00000110: begin
              shiftres = reg2_i >> reg1_i[4:0];  
            end
            8'b00000111: begin
              shiftres = ({32{reg2_i[31]}} << (6'd32-{1'b0,reg1_i[4:0]})) |
                          reg2_i >> reg1_i[4:0];  
            end
            default: begin
              shiftres = 32'h00000000;
            end
        endcase
      end
    end
    always_comb begin
      wd_o = wd_i;
      wreg_o = wreg_i;
      case (alusel_i)
        3'b001: begin
          wdata_o = logicout;
        end
        3'b010: begin
          wdata_o = shiftres;
        end
        3'b011: begin
          wdata_o = moveres;
        end
        default: begin
          wdata_o = 32'h00000000;
        end
      endcase
    end
    always_comb begin
      if (rst == 1'b1) begin
        {hi, lo} = {32'h00000000, 32'h00000000};
      end else if (mem_whilo_i == 1'b1) begin
        {hi, lo} = {mem_hi_i, mem_lo_i};
      end else if (wb_whilo_i == 1'b1) begin
        {hi, lo} = {wb_hi_i, wb_lo_i};
      end else begin
        {hi, lo} = {hi_i, lo_i};
      end
    end
    always_comb begin
      if (rst == 1'b1) begin
        whilo_o = 1'b0;
        hi_o = 32'h00000000;
        lo_o = 32'h00000000;
      end else if (aluop_i == 8'b00001100) begin
        whilo_o = 1'b1;
        hi_o = reg1_i;
        lo_o = lo;
      end else if (aluop_i == 8'b00001101) begin
        whilo_o = 1'b1;
        hi_o = hi;
        lo_o = reg1_i;
      end else begin
        whilo_o = 1'b0;
        hi_o = 32'h00000000;
        lo_o = 32'h00000000;
      end
    end
    always_comb begin
      if (rst == 1'b1) begin
        moveres = 32'h00000000;
      end else begin
        case (aluop_i)
          8'b00001000: begin
            moveres = hi;
          end
          8'b00001001: begin
            moveres = lo;
          end
          8'b00001010: begin
            moveres = reg1_i;
          end
          8'b00001011: begin
            moveres = reg1_i;
          end
          default: begin
            moveres = 32'h00000000;
          end
        endcase
      end
    end
endmodule  
--- design/flow/run.sh ---
#!/bin/bash
# OpenROAD 26Q1-2900-gdf79404cd8, Yosys 0.63+post, stock flow scripts
make -C /OpenROAD-flow-scripts/flow DESIGN_CONFIG=/design/flow/config.mk WORK_HOME=/design/flow/orfs finish
==> out/results.tsv <==
metric	value	unit
outcome	finished, final reports clean	
critPathRequiredTime	10.80	ns
setup_tns	0	ns
antenna_left	0	
p_per_area	28.2	nW/um^2
ys_chip_area	9220	um^2
cp.arrival	6.81	ns
crit_type	in2out	
post-route-drc-count	0	
yosysWarnings	1	
cap_violations	0	
topCellsByArea	mux2i_1, nor2_1, ha_1	
ios	379	
path_cells	clkdlybuf4s50_1 -> nor4_2 -> nand2_1 -> a311oi_1 -> and3_1 -> nand2_1 -> o221ai_1 -> clkdlybuf4s50_1	
min_period	9.51	ns
relSlewSlack	42.9	%
core	51400	um^2
ctsResizeCount	0	
fin_cells	2310	
hp-class	in2out	
final_max_slew_viol_count	0	
fin_crit_sh	70.4	%
io_buffers	367	
drt-initial-drc-count	995	
first_pass_iters	5	
fmax	105	MHz
antenna_found_initial	15	
dp_hpwl	48400	um
warnings	64	
via_per_inst	5.12	
vdd_drop_max	13.7	uV
wirelength	58500	um
tightest_slew	0.848	ns
drive_gt1_share	7.19	%
ys_seq_share	0	%
holdBufCountCts	0	
cts_setup_buffers	0	
p_leak	5.50	nW
synthDistinctLibCells	75	
netlist_instances	1362	
path_buffers	2	
top_cell_area_share	23.1	%
yosysMostFrequentCell	nor2_1	
setup_violations	0	
critPathSlowestCell	a311oi_1	
vias	11834	
grt_max_degree	70	
grt_first_pass_wirelength	82400	um
crit_path_start_kind	input pin	
cp_top_family	simple AND/OR/NAND/NOR gates	
place_congestion	1.01	
synth_area	9220	um^2
flops	0	
clockBufferCount	0	
initial_core_util	17.9	%
area_growth	45.4	%
dp_cells	2307	
dieArea	61500	um^2
yosys.area.top_type	mux2i_1	
end_kind	output port	
fp.dieH	248	um
regArea	0	um^2
grt_usage	18.4	%
yosys_cells	1362	
syn_area_per_cell	6.77	um^2
hold_violations	0	
rsz0062_at_grt	no	
final_core_util	26.1	%
grt_overflow_total	0	
grt_pass1_vias	11242	
worstPathMaxFanout	11	
power.total	378	uW
rows	83	
critical_path.max_stage_delay	0.71	ns
routedWlPerCell	25.3	um
chipWidth	248	um
postLayoutSetupSlackWorst	3.99	ns
yosys-top-cells-count	nor2_1, mux2i_1, a21oi_1	
pre_cts_ws	4.04	ns
==> per-layer routing <==
| metal | global-route usage, % | wire length [um] |
|---|---|---|
| met2 | 31.8 | 28900 |
| met4 | 3.91 | 1480 |
| met3 | 4.09 | 4290 |
| met1 | 23.0 | 23700 |
| met5 | 0 | 139 |
==> cells in the final DEF (no fill, tap or decap), types with 5 or more instances in the layout <==
cell type        count
o221ai_1            16
mux2i_1            213
a31oi_1             13
buf_4               31
nand2_1             95
o21ai_0             43
and2_1               7
a22oi_1             31
nand2b_1            11
nor2_1             246
a21oi_1            153
mux4_2              36
o21a_1               5
o22a_1               5
a21o_1               6
ha_1                65
nand3_1             14
nor2b_1              6
inv_1               64
clkdlybuf4s50_1    360
o22ai_1             53
a211oi_1             8
o211ai_1            10
nor3_1              10
and3_1               5
a221o_1              8
a211o_1             11
mux2_2              23
==> area by class of cell <==
class	count	area, um^2
antenna	3	7.51
fill	5608	38000
inverter	69	259
multi-input combinational	1163	8430
tap	680	851
timing repair buffer	395	3860
==> power breakdown <==
group / leakage [nW] / switching (mW) / internal (mW) / total [mW]
combinational: 5.50 / 0.202 / 0.175 / 0.378
clock: 0.0000190 / 0 / 0.0000000297 / 0.0000000297
sequential: 0 / 0 / 0 / 0
total: 5.50 / 0.202 / 0.175 / 0.378
==> logic make-up (layout without fill, tap and decap cells) <==
family | count (synthesis) | in the layout | share of synthesized area [%]
buf+inv | 199 | 464 | 8.73
fa+ha+maj | 65 | 65 | 8.82
mux | 273 | 273 | 34.9
compound gates | 397 | 397 | 27.5
other cells | 0 | 3 | 0
simple gates | 426 | 426 | 19.8
xor+xnor | 2 | 2 | 0.190
==> path summary, 6_finish.rpt <==
kind              startpoint         end  slack, ns  cells after the start
setup / recovery  aluop_i[5]  wdata_o[3]       3.99                      8
hold / removal       wd_i[0]     wd_o[0]       5.40                      0
==> stage by stage <==
step / hold WS [ns] / area, um^2
floorplan: 5.47 / 9220
global placement: 5.40 / 13400
detailed placement: 5.40 / 13400
CTS: 5.40 / 13400
global route: 5.40 / 13400
finish: 5.40 / 13400
Power is estimated from default activity; no workload was simulated.
