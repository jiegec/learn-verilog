<file path="./design.v">
module uart_tx(
input  wire         clk         ,  
input  wire         resetn      ,  
output wire         uart_txd    ,  
output wire         uart_tx_busy,  
input  wire         uart_tx_en  ,  
input  wire [8-1:0]   uart_tx_data   
);
parameter   BIT_RATE        = 9600;  
localparam  BIT_P           = 1_000_000_000 * 1/BIT_RATE;  
parameter   CLK_HZ          =    50_000_000;
localparam  CLK_P           = 1_000_000_000 * 1/CLK_HZ;  
parameter   STOP_BITS       = 1;
localparam       COUNT_REG_LEN      = 16;
localparam       CYCLES_PER_BIT     = BIT_P / CLK_P;
reg txd_reg;
reg [8-1:0] data_to_send;
reg [COUNT_REG_LEN-1:0] cycle_counter;
reg [3:0] bit_counter;
reg [2:0] fsm_state;
reg [2:0] n_fsm_state;
localparam FSM_IDLE = 0;
localparam FSM_START= 1;
localparam FSM_SEND = 2;
localparam FSM_STOP = 3;
assign uart_tx_busy = fsm_state != FSM_IDLE;
assign uart_txd     = txd_reg;
wire next_bit     = cycle_counter == CYCLES_PER_BIT;
wire payload_done = bit_counter   == 8  ;
wire stop_done    = bit_counter   == STOP_BITS && fsm_state == FSM_STOP;
always @(*) begin : p_n_fsm_state
    case(fsm_state)
        FSM_IDLE : n_fsm_state = uart_tx_en   ? FSM_START: FSM_IDLE ;
        FSM_START: n_fsm_state = next_bit     ? FSM_SEND : FSM_START;
        FSM_SEND : n_fsm_state = payload_done ? FSM_STOP : FSM_SEND ;
        FSM_STOP : n_fsm_state = stop_done    ? FSM_IDLE : FSM_STOP ;
        default  : n_fsm_state = FSM_IDLE;
    endcase
end
integer i = 0;
always @(posedge clk, negedge resetn) begin : p_data_to_send
    if(!resetn) begin
        data_to_send <= {8{1'b0}};
    end else if(fsm_state == FSM_IDLE && uart_tx_en) begin
        data_to_send <= uart_tx_data;
    end else if(fsm_state       == FSM_SEND       && next_bit ) begin
        for ( i = 8-2; i >= 0; i = i - 1) begin
            data_to_send[i] <= data_to_send[i+1];
        end
    end
end
always @(posedge clk, negedge resetn) begin : p_bit_counter
    if(!resetn) begin
        bit_counter <= 4'b0;
    end else if(fsm_state != FSM_SEND && fsm_state != FSM_STOP) begin
        bit_counter <= {COUNT_REG_LEN{1'b0}};
    end else if(fsm_state == FSM_SEND && n_fsm_state == FSM_STOP) begin
        bit_counter <= {COUNT_REG_LEN{1'b0}};
    end else if(fsm_state == FSM_STOP&& next_bit) begin
        bit_counter <= bit_counter + 1'b1;
    end else if(fsm_state == FSM_SEND && next_bit) begin
        bit_counter <= bit_counter + 1'b1;
    end
end
always @(posedge clk, negedge resetn) begin : p_cycle_counter
    if(!resetn) begin
        cycle_counter <= {COUNT_REG_LEN{1'b0}};
    end else if(next_bit) begin
        cycle_counter <= {COUNT_REG_LEN{1'b0}};
    end else if(fsm_state == FSM_START || 
                fsm_state == FSM_SEND  || 
                fsm_state == FSM_STOP   ) begin
        cycle_counter <= cycle_counter + 1'b1;
    end
end
always @(posedge clk, negedge resetn) begin : p_fsm_state
    if(!resetn) begin
        fsm_state <= FSM_IDLE;
    end else begin
        fsm_state <= n_fsm_state;
    end
end
always @(posedge clk, negedge resetn) begin : p_txd_reg
    if(!resetn) begin
        txd_reg <= 1'b1;
    end else if(fsm_state == FSM_IDLE) begin
        txd_reg <= 1'b1;
    end else if(fsm_state == FSM_START) begin
        txd_reg <= 1'b0;
    end else if(fsm_state == FSM_SEND) begin
        txd_reg <= data_to_send[0];
    end else if(fsm_state == FSM_STOP) begin
        txd_reg <= 1'b1;
    end
end
endmodule
</file>
<file path="./run.sh">
#!/bin/bash
# OpenROAD 26Q1-2900-gdf79404cd8, Yosys 0.63+post, stock flow scripts
make -C /OpenROAD-flow-scripts/flow DESIGN_CONFIG=/design/flow/config.mk WORK_HOME=/design/flow/orfs finish
</file>
<file path="./config.mk">
export PLATFORM = sky130hd
export DESIGN_NAME = uart_tx
export DESIGN_NICKNAME = uart_tx
export VERILOG_FILES = /design/flow/design.v
export SDC_FILE = /design/flow/constraint.sdc
export NUM_CORES = 4
export LEC_CHECK = 1
export CORE_AREA = 10 10 102 102
export DIE_AREA = 0 0 112 112
</file>
<file path="./constraint.sdc">
current_design uart_tx

set clk_period 4.0
set clk_io_pct 0.2

create_clock -name clk0 -period $clk_period [get_ports {clk}]

set non_clock_inputs [all_inputs -no_clocks]
set_input_delay [expr $clk_period * $clk_io_pct] -clock clk0 $non_clock_inputs
set_output_delay [expr $clk_period * $clk_io_pct] -clock clk0 [all_outputs]
</file>
==> flow_summary.ini <==
; flow metrics
[cells_and_area]
area_growth_syn_to_layout_pct = 17.1
final-comb-area_sq_um = 853
stdcell_count = 276
drive_gt1_share_pct = 17.5
reg_top3 = cycle_counter: 16 flops, data_to_send: 8 flops, bit_counter: 4 flops
final_cell_area_sq_mm = 0.00199
seq_area_sq_um = 777
regMostFlops = cycle_counter
largest_register_ffs = 16
fillCellCount = 827

[clock_tree]
clkSinkCount = 31
htreeDepth = 2
cts.path.max_buffers = 2
clk_latency_ns = 0.28
tritoncts = done
cts_resized = 0
cts_made_buffers = 5
cts-root-buf = clkbuf_8
postCtsHoldBufs = 0
path_clk_slew_ns = 0.06
cts_setup_buffers = 0

[timing]
fmax_mhz = 382
hold_viol = 0
period_used_pct = 65.4
fin_skew_ns = 0.00617
layout_setup_ws_ns = 1.38
fin_crit_ns = 2.62
worstMarginPinSlew_ns = 0.598
setup_tns_ns = 0
rsz0062_at_grt = no
maxSlewViolCount = 0
setup_viol = 0
slew_headroom_pct = 60.1
holdWs_ns = 0.471

[pwr]
max-vdd-ir-drop_mv = 0.124
pwr-share-clk_pct = 31.1
p_per_area_mw_per_mm2 = 366
power_frac_comb_pct = 14.8
p_int_uw = 527
seq_power_share_pct = 54.0
p_sw_uw = 201
p_leak_nw = 0.858
p_sw_share_pct = 27.6

[synth]
edf_count = 0
top_area_share_pct = 44.2
yosys-top-cells-area = dfrtp_1 44%, mux2_2 9.9%, xor2_1 5.2%, ha_1 3.7%, nor2_1 3.1%
ys_seq_share_pct = 45.7
ys_area_sq_mm = 0.00170
netlist_instances = 156
syn_avg_cell_area_sq_um = 10.9
yosys_cells = 156
ys.flop_type = dfrtp_1
yosysWarnings = 1
syn_area_sq_mm = 0.00170
synth.distinct_cells = 42
synth_flops = 31
async_flop_share_pct = 100
top_area_cell = dfrtp_1

[die]
dieArea_sq_mm = 0.0125
die_height_microns = 112
core_sq_mm = 0.00822
std_cell_rows = 33
boundaryPins = 13
initCoreUtil_pct = 20.7
die_x_microns = 112

[placed_design]
dp_hpwl_microns = 2170
placed_area_sq_mm = 0.00191
io_buffer_count = 12
dp_slack_ns = 1.52
gp_congestion = 0.805
dp.cells = 268

[grt]
use_met2_pct = 8.24
grt_util_met3_pct = 0.977
grt_pass1_wl_microns = 5200
grt_pass1_vias = 1122
track_usage_pct = 4.77
antenna_found_initial = 0
top_usage_layer = met2
grt_max_degree = 32
met1_usage_pct = 5.97
grt-ovfl-total = 0

[detailed_routing]
drc_errors = 0
drt-vias-per-instance = 4.25
initialDrtViolationCount = 53
antenna_left = 0
wl_per_cell_microns = 10.9
diodes = 0
routed_wl_microns = 3000
via_count = 1174
firstDrtPassIters = 4

[hold_path]
hp-class = reg2reg

[setup_path]
path_class = reg2out
worstPathRequired_ns = 3.20
cp_cell_sequence = nor2_2 -> inv_1 -> clkdlybuf4s50_1
slowest_stage = dfrtp_1
cpPeakStageDelay_ns = 0.51
worst_setup_path_start_kind = flop
cp.arrival_ns = 1.82
cp-end-kind = output port
crit_fanout = 11

[run]
warning_count = 28
cap_viol_max_count = 0

[status]
status = completed
-- Yosys cell counts (2+ instances only) --
cell        n
xor2_1     10
buf_2       2
inv_1       6
a21oi_1     8
xnor2_1     3
nand2_1    12
dfrtp_1    30
nand4_1     4
mux2_2     15
nand2b_1    2
ha_1        5
o2111ai_1   2
nand3_1     6
and2_1      2
and4_1      2
and3_1      3
o21ai_0     2
nor2_1     14
a21o_1      2
a211oi_1    3
nor3b_1     2
-- path summary, 6_finish.rpt --
kind                                     end  slack, ns         startpoint  cells past startpoint
max                             uart_tx_busy       1.38       fsm_state[0]                      3
min                        cycle_counter[15]       0.47  cycle_counter[15]                      1
max reg2reg                 cycle_counter[7]       1.81   cycle_counter[0]                      6
min reg2reg                cycle_counter[15]       0.47  cycle_counter[15]                      1
max in group asynchronous            txd_reg       2.77             resetn                      2
min in group asynchronous   cycle_counter[9]       0.92             resetn                      2
-- kinds of logic after synthesis --
logic type | Yosys count | share of synthesized area (%)
multiplexers | 16 | 10.5
AND-OR/OR-AND | 21 | 8.54
buffers and inverters | 12 | 4.12
AND/OR/NAND/NOR | 58 | 20.8
adder cells (fa/ha/maj) | 5 | 3.68
XOR/XNOR | 13 | 6.70
flip-flops | 31 | 45.7
-- through the flow --
step | total power, mW | util [%]
after floorplan | 0.464 | -
after global routing | 0.780 | 24.2
after global placement | 0.506 | 23.3
after detailed placement | 0.506 | 23.3
final | 0.728 | 24.2
after CTS | 0.742 | 24.2
-- power by group through the flow --
stage / combinational, mW / sequential (mW) / clock [mW]
final: 0.108 / 0.393 / 0.227
after global routing: 0.126 / 0.401 / 0.254
after CTS: 0.111 / 0.393 / 0.238
-- routing by layer --
| metal | vias to the layer above | share of wire, % |
|---|---|---|
| met2 | 22 | 51 |
| li1 | 584 | - |
| met1 | 564 | 44 |
| met4 | 0 | 2.2 |
| met3 | 4 | 2.9 |
| met5 | - | 0 |
-- layout by cell type, fill, tap and decap left out, types with 4 or more instances in the layout --
cell,Yosys,final
clkdlybuf4s50_1,0,12
inv_1,6,6
xor2_1,10,10
dfrtp_1,30,30
clkbuf_8,0,5
a21oi_1,8,8
nand4_1,4,4
nand2_1,12,12
mux2_2,15,15
ha_1,5,5
nand3_1,6,6
nor2_1,14,14
-- area by class of cell --
class,count,share of cell area [%]
Multi-Input combinational cell,113,42.8
Sequential cell,31,39.0
Tap cell,105,6.60
Timing Repair Buffer,13,6.41
Clock buffer,8,4.02
Inverter,6,1.13
-- worst max-delay path: cells and delay by family, from the launching register on --
kind                   cells  cell delay [ns]
buffers and inverters      2             0.72
DFF                        1             0.51
and+or+nand+nor            1             0.31
No activity file was given, so power comes from the tool's default toggle rates.
