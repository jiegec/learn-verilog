===== ./config.mk =====
export PLATFORM = sky130hd
export DESIGN_NAME = uart_rx
export DESIGN_NICKNAME = uart_rx
export VERILOG_FILES = /design/flow/design.v
export SDC_FILE = /design/flow/constraint.sdc
export NUM_CORES = 4
export LEC_CHECK = 1
export CORE_UTILIZATION = 50

===== ./constraint.sdc =====
current_design uart_rx

set clk_period 3.4
set clk_io_pct 0.2

create_clock -name clk0 -period $clk_period [get_ports {clk}]

set non_clock_inputs [all_inputs -no_clocks]
set_input_delay [expr $clk_period * $clk_io_pct] -clock clk0 $non_clock_inputs
set_output_delay [expr $clk_period * $clk_io_pct] -clock clk0 [all_outputs]

===== ./design.v =====
module uart_rx(
input  wire       clk          ,  
input  wire       resetn       ,  
input  wire       uart_rxd     ,  
input  wire       uart_rx_en   ,  
output wire       uart_rx_break,  
output wire       uart_rx_valid,  
output reg  [8-1:0] uart_rx_data    
);
parameter   BIT_RATE        = 9600;  
localparam  BIT_P           = 1_000_000_000 * 1/BIT_RATE;  
parameter   CLK_HZ          =    50_000_000;
localparam  CLK_P           = 1_000_000_000 * 1/CLK_HZ;  
parameter   STOP_BITS       = 1;
localparam       COUNT_REG_LEN      = 16;
localparam       CYCLES_PER_BIT     = BIT_P / CLK_P;
reg rxd_reg;
reg rxd_reg_0;
reg [8-1:0] recieved_data;
reg [COUNT_REG_LEN-1:0] cycle_counter;
reg [3:0] bit_counter;
reg bit_sample;
reg [2:0] fsm_state;
reg [2:0] n_fsm_state;
localparam FSM_IDLE = 0;
localparam FSM_START= 1;
localparam FSM_RECV = 2;
localparam FSM_STOP = 3;
assign uart_rx_break = uart_rx_valid && ~|recieved_data;
assign uart_rx_valid = fsm_state == FSM_STOP && n_fsm_state == FSM_IDLE;
always @(posedge clk, negedge resetn) begin
    if(!resetn) begin
        uart_rx_data  <= {8{1'b0}};
    end else if (fsm_state == FSM_STOP) begin
        uart_rx_data  <= recieved_data;
    end
end
wire next_bit     = cycle_counter == CYCLES_PER_BIT ||
                        fsm_state       == FSM_STOP && 
                        cycle_counter   == CYCLES_PER_BIT/2;
wire payload_done = bit_counter   == 8  ;
always @(*) begin : p_n_fsm_state
    case(fsm_state)
        FSM_IDLE : n_fsm_state = rxd_reg      ? FSM_IDLE : FSM_START;
        FSM_START: n_fsm_state = next_bit     ? FSM_RECV : FSM_START;
        FSM_RECV : n_fsm_state = payload_done ? FSM_STOP : FSM_RECV ;
        FSM_STOP : n_fsm_state = next_bit     ? FSM_IDLE : FSM_STOP ;
        default  : n_fsm_state = FSM_IDLE;
    endcase
end
integer i = 0;
always @(posedge clk, negedge resetn) begin : p_recieved_data
    if(!resetn) begin
        recieved_data <= {8{1'b0}};
    end else if(fsm_state == FSM_IDLE             ) begin
        recieved_data <= {8{1'b0}};
    end else if(fsm_state == FSM_RECV && next_bit ) begin
        recieved_data[8-1] <= bit_sample;
        for ( i = 8-2; i >= 0; i = i - 1) begin
            recieved_data[i] <= recieved_data[i+1];
        end
    end
end
always @(posedge clk, negedge resetn) begin : p_bit_counter
    if(!resetn) begin
        bit_counter <= 4'b0;
    end else if(fsm_state != FSM_RECV) begin
        bit_counter <= {COUNT_REG_LEN{1'b0}};
    end else if(fsm_state == FSM_RECV && next_bit) begin
        bit_counter <= bit_counter + 1'b1;
    end
end
always @(posedge clk, negedge resetn) begin : p_bit_sample
    if(!resetn) begin
        bit_sample <= 1'b0;
    end else if (cycle_counter == CYCLES_PER_BIT/2) begin
        bit_sample <= rxd_reg;
    end
end
always @(posedge clk, negedge resetn) begin : p_cycle_counter
    if(!resetn) begin
        cycle_counter <= {COUNT_REG_LEN{1'b0}};
    end else if(next_bit) begin
        cycle_counter <= {COUNT_REG_LEN{1'b0}};
    end else if(fsm_state == FSM_START || 
                fsm_state == FSM_RECV  || 
                fsm_state == FSM_STOP   ) begin
        cycle_counter <= cycle_counter + 1'b1;
    end
end
always @(posedge clk, negedge resetn) begin : p_fsm_state
    if(!resetn) begin
        fsm_state <= FSM_IDLE;
    end else begin
        fsm_state <= n_fsm_state;
    end
end
always @(posedge clk, negedge resetn) begin : p_rxd_reg
    if(!resetn) begin
        rxd_reg     <= 1'b1;
        rxd_reg_0   <= 1'b1;
    end else if(uart_rx_en) begin
        rxd_reg     <= rxd_reg_0;
        rxd_reg_0   <= uart_rxd;
    end
end
endmodule

===== ./run.sh =====
#!/bin/bash
# OpenROAD 26Q1-2900-gdf79404cd8, Yosys 0.63+post, stock flow scripts
make -C /OpenROAD-flow-scripts/flow DESIGN_CONFIG=/design/flow/config.mk WORK_HOME=/design/flow/orfs finish

==> flow_metrics.tcl <==
# implementation run metrics
set metrics [dict create \
    layout.cells.non_filler 260 \
    vias 1494 \
    powerDensity_nw_per_um2 363.0 \
    path_class "reg -> out" \
    grt_usage 0.2075 \
    netlist_instances 193 \
    grt_pass1_vias 1389 \
    cp_max_fo 9 \
    edf_count 0 \
    fill_cells 343 \
    diodes 0 \
    finalMaxSlewViolations 0 \
    grt_max_degree 44 \
    finalSetupViolCount 0 \
    fmax_mhz 333.8 \
    fp_util 0.5273 \
    cts_tree "yes" \
    ys_types 40 \
    postLayoutCoreUtil 0.5910 \
    combPwrFrac 0.020 \
    hp-class "in -> async" \
    cts_hold_buf 0 \
    pre_cts_ws_ns 0.6987 \
    drv_cap 0 \
    postRouteAntennaNets 0 \
    first_pass_iters 4 \
    drtIter0Drc 91 \
    switching_share 0.2060 \
    cts_resized 0 \
    ys_cells 193 \
    grt_pass1_wl_mm 6.837 \
    grt_overflow 0 \
    place_congestion 0.9147 \
    drive_above_1_share 0.1333 \
    synthToLayoutAreaGrowth_pct 12.07 \
    top_regs "cycle_counter (16), recieved_data (8), uart_rx_data (8)" \
    fin_skew_ns 0.006440 \
    relSlewSlack 0.4538 \
    setup_tns_ns 0 \
    rows 23 \
    setup.worst_path.start "cycle_counter[4]$_DFFE_PN0P_" \
    die_w_um 67.19 \
    placed_cells 252 \
    post-cts-setup-buffer-count 0 \
    crit_slowest_cell "dfrtp_1" \
    finalCriticalPeriod_ns 2.996 \
    min_period_over_period 0.8812 \
    clkPwrFrac 0.381 \
    wire_per_inst_um 15.30 \
    ys_warn_count 1 \
    startpoint_type "flip-flop" \
    worstMarginPinSlew_ns 0.8131 \
    portBuffers 13 \
    coreArea_um2 4029 \
    drc 0 \
    seqPwrFrac 0.600 \
    status "completed" \
    yosys.area.top_type "dfrtp_1" \
    cts.htree.levels 2 \
    finalPower_uw 864.3 \
    syn-mean-instance-area_um2 11.01 \
    avgViaCountPerCell 5.746 \
    r2r_start "cycle_counter[12]$_DFFE_PN0P_" \
    synthesis.area_um2 2125 \
    cp-end-kind "output port" \
    clk_pin_slew_ns 0.08 \
    ir_drop_uv 293.9 \
    p_int_uw 686.3 \
    dieArea_um2 4514 \
    tool_warnings 27 \
    critPathArrivalTime_ns 2.32 \
    setup_ws_ns 0.4040 \
    rsz0062_at_grt "false" \
    switchingPower_uw 178.0 \
    ctsLongestPathBuffers 2 \
    io_pins 14 \
    power.leakage_uw 0.001106 \
    hold_violations 0 \
    largest_reg_flops 16 \
    antenna_found_initial 0 \
    cp_slowest_stage_delay_ns 0.49 \
    crit_chain "nand4b_1 -> or4_1 -> a21o_1 -> nor3_1 -> clkdlybuf4s50_1" \
    synth_top_area_share 0.4711 \
    area_leaders "dfrtp_1 (47%), mux2i_1 (6.1%), mux2_2 (5.8%)" \
    flop_cell "dfrtp_1" \
    cts_made_buffers 5 \
    yosys_area_um2 2125 \
    yosysSeqAreaShare 0.5082 \
    required_ns 2.72 \
    ctsRootBufferMaster "clkbuf_8" \
    numSynthFlops 43 \
    post-dp-hpwl_mm 2.795 \
    wl_mm 3.979 \
    async_reset_ff_frac 1.000 \
    fp.dieH_um 67.19 \
    clkLatencyLatePin_ns 0.29 \
    regMostFlops "cycle_counter" \
    cts_sinks 43 \
]
[metal layers]
metal,track usage,up-vias,share of wire
li1,-,718,-
met4,0.01862,0,0.0078
met5,0,-,0
met3,0.03425,4,0.030
met2,0.2725,22,0.42
met1,0.3871,750,0.54
[power by group through the flow]
stage	sequential [µW]	clock, µW	combinational (µW)
global route	519	360	20.2
finish	518	329	17.0
CTS	518	339	18.0
[synth_stat cells (3+ instances only)]
cell type / count
dfrtp_1: 40
mux2i_1: 13
nand2_1: 13
nand2b_1: 12
mux2_2: 11
nor2_1: 10
inv_1: 7
nand3_1: 7
xnor2_1: 7
nand4_1: 6
a21oi_1: 5
nor4_1: 5
o21ai_0: 5
ha_1: 4
nor3_1: 4
or3_1: 4
xor2_1: 4
and2_1: 3
buf_2: 3
dfstp_2: 3
nand3b_1: 3
[through the flow]
step                cell area [µm²]  hold slack, ns
floorplan                      2125          0.3844
global placement               2290          0.4681
detailed placement             2290          0.4635
CTS                            2381          0.4650
global route                   2381          0.5100
finish                         2381          0.4519
[final timing paths]
kind / end / slack (ns) / cells past startpoint
hold reg to reg: cycle_counter[15]$_DFFE_PN0P_ / 0.48 / 1
hold / removal: bit_counter[1]$_DFFE_PN0P_ / 0.45 / 2
min in group clk0: cycle_counter[15]$_DFFE_PN0P_ / 0.48 / 1
setup / recovery: uart_rx_break / 0.40 / 5
max in group asynchronous: rxd_reg$_DFFE_PN1P_ / 2.57 / 2
setup reg to reg: recieved_data[6]$_DFFE_PN0P_ / 1.50 / 4
[area by class of cell]
cell class              count  area [µm²]  area share
clock buffers               7       86.33     0.03626
clock inverters             1       5.005    0.002102
inverters                   7       26.28     0.01104
multi-input cells         136       973.4      0.4088
flip-flops and latches     43        1080      0.4535
well taps                  50       62.56     0.02627
repair buffers             16       147.6     0.06201
[placed cells by master (no fill, tap or decap), types with 2 or more instances in the layout]
master           synthesis  final
nand3_1                  7      7
clkbuf_8                 0      6
xnor2_1                  7      7
mux2_2                  11     11
clkdlybuf4s50_1          0     12
inv_1                    7      7
and3_1                   2      2
nand4_1                  6      6
mux2i_1                 13     13
or3_1                    4      4
ha_1                     4      4
nand2_1                 13     13
nor2_1                  10     10
nand3b_1                 3      3
and2_1                   3      3
nor4_1                   5      5
a21oi_1                  5      5
nor3_1                   4      4
dfstp_2                  3      3
nand2b_1                12     12
dfrtp_1                 40     40
nand4b_1                 2      2
xor2_1                   4      4
a211oi_1                 2      2
buf_4                    0      3
o21ai_0                  5      5
[critical path: cells and delay by family (launching register included)]
kind	cells	cell delay, ns
simple gates	3	0.81
flops	1	0.49
buf+inv	1	0.49
compound gates	1	0.23
[cell families (layout without fill, tap and decap cells)]
family	after synthesis	in the layout	share of synthesized area
compound gates	18	18	0.05300
mux	24	24	0.1196
buf+inv	14	31	0.03357
xor+xnor	11	11	0.04535
simple gates	79	79	0.2167
flops	43	43	0.5082
fa+ha+maj	4	4	0.02356
